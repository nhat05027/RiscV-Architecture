$ cat /design/flow/config.mk
export PLATFORM = sky130hd
export DESIGN_NAME = regfile
export DESIGN_NICKNAME = regfile
export VERILOG_FILES = /design/flow/design.v
export SDC_FILE = /design/flow/constraint.sdc
export NUM_CORES = 4
export LEC_CHECK = 1
export CORE_UTILIZATION = 40
$ cat /design/flow/constraint.sdc
current_design regfile

set clk_period 12.7
set clk_io_pct 0.2

create_clock -name clk0 -period $clk_period [get_ports {i_clk}]

set non_clock_inputs [all_inputs -no_clocks]
set_input_delay [expr $clk_period * $clk_io_pct] -clock clk0 $non_clock_inputs
set_output_delay [expr $clk_period * $clk_io_pct] -clock clk0 [all_outputs]
$ cat /design/flow/design.v
module regfile (
	      input wire i_clk,
	      input wire i_reset,
	      input wire[4:0] i_rs1_addr,
          input wire[4:0] i_rs2_addr,
          output reg[31:0] o_rs1_data,
          output reg[31:0] o_rs2_data,
	      input wire[4:0] i_rd_addr,
          input wire[31:0] i_rd_data,
	      input wire i_rd_wren
);
    reg [31:0] regfile_mem[31:0];
    reg [4:0] rd_addr_buffer;
    reg [31:0] rd_data_buffer;
    genvar i;
    generate
        for (i = 0; i<32; i++) begin : loop
            initial begin
                regfile_mem[i] = 0;
            end    
        end
    endgenerate
    always @(posedge i_clk or posedge i_reset) begin
        if (i_reset) begin
        end
        else if (i_rd_wren && rd_addr_buffer != 5'd0) regfile_mem[rd_addr_buffer] <= rd_data_buffer;
    end
    always @(negedge i_clk) begin
        if (i_rd_wren) begin
            rd_addr_buffer <= i_rd_addr;
            rd_data_buffer <= i_rd_data;
        end
    end
    assign o_rs1_data = regfile_mem[i_rs1_addr];
    assign o_rs2_data = regfile_mem[i_rs2_addr];
endmodule
$ cat /design/flow/run.sh
#!/bin/bash
# OpenROAD 26Q1-2900-gdf79404cd8, Yosys 0.63+post, stock flow scripts
make -C /OpenROAD-flow-scripts/flow DESIGN_CONFIG=/design/flow/config.mk WORK_HOME=/design/flow/orfs finish
==> impl_metrics.env <==
# source this file to load flow results
export IMPL_min_to="regfile_mem[12][21]"
export IMPL_gp_congestion=0.9943
export IMPL_clockRootBuffer="clkbuf_16"
export IMPL_ys_types=62
export IMPL_htree_num_levels=3
export IMPL_clk_path_buf_depth=3
export IMPL_layout_drive_gt1_share_pct=10.30
export IMPL_status="finished clean"
export IMPL_crit_path_max_incr_delay_ns=0.79
export IMPL_grt_pass1_wl_um=294500
export IMPL_relSlewSlack_pct=29.60
export IMPL_wl_per_cell_um=36.43
export IMPL_drv_slew=0
export IMPL_drt_pass1_iterations=7
export IMPL_fin_area_mm2=0.05549
export IMPL_drc=0
export IMPL_dr_total_vias=40550
export IMPL_r2r_start="rd_addr_buffer[4]"
export IMPL_power_density_mw_per_mm2=144.4
export IMPL_min_delay_path_class="in2reg"
export IMPL_end_kind="output pin"
export IMPL_tool_warnings=72
export IMPL_clock_latency_late_pin_ns=0.73
export IMPL_postRouteAntennaNets=0
export IMPL_p_leak_uw=0.01744
export IMPL_drt_initial_drc_count=4760
export IMPL_ys_flops=1061
export IMPL_cp_start_kind="input pin"
export IMPL_hold_viol=0
export IMPL_maxCapViolCount=0
export IMPL_cts_sinks=1061
export IMPL_avgSynthCellArea_um2=12.02
export IMPL_rows=127
export IMPL_cp_required_ns=10.16
export IMPL_hold_path_depth=4
export IMPL_first_global_vias=41880
export IMPL_rrSetupSlack_ns=3.17
export IMPL_die_h_um=349.6
export IMPL_cp_arrival_ns=7.21
export IMPL_grt_start_max_net_pins=122
export IMPL_chipWidth_um=349.6
export IMPL_rsz0062_at_grt="no"
export IMPL_timing_final_crit_share_pct=76.78
export IMPL_area_growth_pct=14.82
export IMPL_crit_type="in2out"
export IMPL_crit_path_top_delay_cell="and2_2"
export IMPL_tightest_slew_ns=1.029
export IMPL_num_fill_cells=10690
export IMPL_antenna_found_initial=5
export IMPL_cts_buffers=115
export IMPL_grt_overflow=0
export IMPL_path_clk_slew_ns=0.06
export IMPL_fin_setup_tns_ns=0
export IMPL_viasPerCell=7.014
export IMPL_fp_coreArea_mm2=0.1198
export IMPL_portBuffers=113
export IMPL_dp_hpwl_um=114800
export IMPL_drt_total_wl_um=210600
export IMPL_synth_seq_share_pct=65.92
export IMPL_synthFlopType="edfxtp_1"
export IMPL_async_reset_ff_share_pct=0
export IMPL_syn_inst=4021
export IMPL_cts_hold_buf=0
export IMPL_mostFrequentLayoutCells="nand3_1, edfxtp_1, nand4_1"
export IMPL_dpl_cell_area_mm2=0.05152
export IMPL_synth_edff_count=1061
export IMPL_rr_endpoint="regfile_mem[10][9]"
export IMPL_hp_start="i_reset"
export IMPL_cp_max_fo=102
export IMPL_r2r_cells=4
export IMPL_cp_top_family="buffers and inverters"
export IMPL_path_buffers=5
export IMPL_fmax_mhz=102.6
export IMPL_clock_skew_ns=0.03400
export IMPL_synth_warnings=4
export IMPL_chip_area_mm2=0.1222
export IMPL_core_util_floorplan_pct=40.34
export IMPL_synth_cells_yosys=4021
export IMPL_setup_viol=0
export IMPL_track_usage_pct=36.91
export IMPL_ir_drop_v=0.0001199
export IMPL_ys_area_mm2=0.04833
export IMPL_min_period_ns=9.751
export IMPL_path_cells="clkdlybuf4s50_1, buf_4, and2_4, buf_12, and2_2, buf_4, a22oi_1, and4_1, a31oi_1, clkdlybuf4s50_1"
export IMPL_mostFrequentLayoutCell="nand3_1"
export IMPL_post_cts_buffers=0
export IMPL_cts_tree="done"
export IMPL_netlist_area_mm2=0.04833
export IMPL_cts_resized_gates=0
export IMPL_ios=114
-- sequential cells by signal, summed over array words and instances (netlist names) --
signal          flops
regfile_mem      1024
rd_data_buffer     32
rd_addr_buffer      5
-- power by group --
part           total [uW]  switching, uW  internal [uW]  leakage, uW
sequential           3930           23.6           3910      0.00960
clock                3450           1480           1970      0.00209
combinational         630            461            169      0.00575
-- through the flow --
stage / power, uW / std cells / utilization [%] / setup slack [ns] / hold slack [ns]
final: 8012 / 5781 / 46.31 / 2.949 / 3.057
after global routing: 8179 / 5777 / 46.31 / 2.916 / 3.116
after CTS: 7994 / 5776 / 46.30 / 3.161 / 3.038
after detailed placement: 4623 / 5524 / 43.00 / 2.540 / 3.467
after global placement: 4622 / 5524 / 43.00 / 2.555 / 3.468
after floorplan: 4286 / 4052 / - / 2.990 / 2.955
-- worst max-delay path by stage --
stage,slack [ns],startpoint,depth (start not counted),end
after CTS,3.16,i_rs2_addr[3],10,o_rs2_data[25]
after global routing,2.92,i_rs2_addr[3],10,o_rs2_data[20]
final,2.95,i_rs2_addr[3],10,o_rs2_data[25]
-- cells by family (layout without fill, tap and decap cells) --
group	Yosys count	count (layout)	share of synthesized area (%)
other	1	37	0.007759
buffers and inverters	417	529	3.557
muxes	13	13	0.3133
DFF	1061	1061	65.92
and+or+nand+nor	2137	2137	24.11
AOI/OAI and AO/OA	392	392	6.092
-- worst min-delay path, cell delays in order --
cell and delay (ns):
clkdlybuf4s50_1 0.48, nor3b_1 0.11, nand2_1 0.25, nor2_4 0.18
-- cell usage after synthesis, types with 6 or more instances --
| cell type | n | area, um2 |
|---|---|---|
| nand3_1 | 1352 | 6766 |
| edfxtp_1 | 1061 | 31860 |
| nand4_1 | 370 | 2315 |
| clkbuf_1 | 240 | 900.9 |
| a22oi_1 | 125 | 938.4 |
| buf_2 | 105 | 525.5 |
| nor2_1 | 100 | 375.4 |
| and3_1 | 78 | 488.0 |
| a21oi_1 | 66 | 330.3 |
| buf_1 | 65 | 244.0 |
| nor4_1 | 62 | 387.9 |
| a2111oi_0 | 57 | 499.2 |
| a22o_1 | 32 | 280.3 |
| and4_1 | 31 | 271.5 |
| a31oi_1 | 30 | 187.7 |
| a222oi_1 | 28 | 280.3 |
| and2_1 | 27 | 168.9 |
| nand2_1 | 19 | 71.32 |
| nor4bb_1 | 19 | 190.2 |
| o21ai_0 | 13 | 65.06 |
| nor3_1 | 11 | 55.05 |
| a32oi_1 | 10 | 87.58 |
| nand3b_1 | 9 | 67.56 |
| nor3b_1 | 9 | 67.56 |
| nor2b_1 | 8 | 50.05 |
| and3b_1 | 7 | 61.31 |
| mux2_2 | 7 | 78.83 |
| nand2b_1 | 7 | 43.79 |
| o32a_1 | 6 | 60.06 |
-- final cells by class --
type	instances	area, um2	share of cell area [%]
Sequential cell	1061	31860	57.42
Multi-Input combinational cell	2574	15250	27.48
Clock buffer	148	3296	5.939
Timing Repair Buffer	274	2385	4.298
Tap cell	1612	2017	3.635
Clock inverter	105	665.6	1.200
Antenna cell	5	12.51	0.02255
Inverter	2	7.507	0.01353
-- routing by layer --
metal | vias to the layer above | track usage, % | part of all wire (%)
li1 | 16290 | - | -
met4 | 21 | 19.16 | 7.1
met2 | 4149 | 49.34 | 41
met1 | 19180 | 41.16 | 31
met3 | 907 | 30.71 | 20
met5 | - | 3.768 | 0.26
Power is estimated from default activity; no workload was simulated.
